### design.v
module matrix_add_sub #(parameter word_size = 32,
                            parameter Amatrixrownum = 2,
                            parameter Amatrixcolnum = 2,
                            parameter Bmatrixrownum = 2,
                            parameter Bmatrixcolnum = 2)(
    input   wire        op,                            
    input   wire        [(Amatrixcolnum * Amatrixrownum) * word_size - 1 : 0]A,
    input   wire        [(Bmatrixcolnum * Bmatrixrownum) * word_size - 1 : 0]B,
    output  wire        [(Amatrixrownum *Bmatrixcolnum) * word_size - 1 : 0]ASP
);
    wire    [(word_size-1):0] Amatrix [0:Amatrixrownum - 1][0:Amatrixcolnum - 1];
    wire     [(word_size-1):0] Bmatrix [0:Bmatrixrownum - 1][0:Bmatrixcolnum - 1];
    wire    [(word_size-1):0] add_sub_wire[0:Amatrixrownum - 1][0:Bmatrixcolnum - 1];
genvar x, y;
genvar i, j;
genvar Amatrixrowindex, Amatrixcolindex;
genvar Bmatrixrowindex, Bmatrixcolindex;
generate
    for (Amatrixrowindex = 0; Amatrixrowindex < Amatrixrownum; Amatrixrowindex = Amatrixrowindex + 1) begin : add_sub_mat_A_gen_block_1
        for (Amatrixcolindex = 0; Amatrixcolindex < Amatrixcolnum; Amatrixcolindex = Amatrixcolindex + 1) begin : add_sub_mat_A_gen_block_2
                assign Amatrix[Amatrixrowindex][Amatrixcolindex] = A[(Amatrixcolnum * Amatrixrownum) * word_size - 1 - (Amatrixcolnum * Amatrixrowindex + Amatrixcolindex) * word_size : (Amatrixcolnum * Amatrixrownum) * word_size -1 - (Amatrixcolnum * Amatrixrowindex + Amatrixcolindex) * word_size  - (word_size-1)]; 
        end
    end
    for (Bmatrixrowindex = 0; Bmatrixrowindex < Bmatrixrownum; Bmatrixrowindex = Bmatrixrowindex + 1) begin : add_sub_mat_B_gen_block_1
        for (Bmatrixcolindex = 0; Bmatrixcolindex < Bmatrixcolnum; Bmatrixcolindex = Bmatrixcolindex + 1) begin : add_sub_mat_B_gen_block_2
                assign Bmatrix[Bmatrixrowindex][Bmatrixcolindex] = B[(Bmatrixcolnum * Bmatrixrownum) * word_size - 1 - (Bmatrixcolnum * Bmatrixrowindex + Bmatrixcolindex) * word_size : (Bmatrixcolnum * Bmatrixrownum) * word_size -1 - (Bmatrixcolnum * Bmatrixrowindex + Bmatrixcolindex) * word_size  - (word_size-1)];   
        end
    end
    for(x=0; x<Amatrixrownum; x=x+1) begin : add_sub_mat_abb_sub_wire_gen_block_1
        for(y=0; y<Amatrixcolnum; y=y+1) begin : add_sub_mat_abb_sub_wire_gen_block_2
            assign add_sub_wire[x][y] = (op == 1'b0) ? Amatrix[x][y] + Bmatrix[x][y] : Amatrix[x][y] - Bmatrix[x][y];
        end
    end
    for(i=0; i<Amatrixrownum; i=i+1)begin : add_sub_mat_ASP_gen_block_1
        for(j=0; j<Bmatrixcolnum; j=j+1)begin : add_sub_mat_ASP_gen_block_2
                assign ASP[(Amatrixrownum*Bmatrixcolnum*word_size-1)-(Bmatrixcolnum*i+j)*word_size:(Amatrixrownum*Bmatrixcolnum*word_size-1)-(Bmatrixcolnum*i+j) * word_size - (word_size-1)] = add_sub_wire[i][j];
        end
    end
endgenerate
endmodule
module matrix_alu_behav #(parameter word_size = 8,
                    parameter Amatrixrownum = 2,
                    parameter Amatrixcolnum = 2,
                    parameter Bmatrixrownum = 2,
                    parameter Bmatrixcolnum = 2)(
input   wire        clk,
input   wire        resetn,                    
input   wire        [(Amatrixcolnum * Amatrixrownum) * word_size - 1 : 0]A,
input   wire        [(Bmatrixcolnum * Bmatrixrownum) * word_size - 1 : 0]B,
input   wire        [1:0] op,
output  wire        [(Amatrixcolnum * Amatrixrownum) * (Bmatrixcolnum * Bmatrixrownum) * word_size - 1 : 0] C 
);
wire    [(Amatrixrownum * Bmatrixcolnum) * word_size - 1 : 0] m_add, m_sub, m_mul;
wire    [(Amatrixcolnum * Amatrixrownum) * (Bmatrixcolnum * Bmatrixrownum) * word_size - 1 : 0] m_kro;
reg     [(Amatrixcolnum * Amatrixrownum) * (Bmatrixcolnum * Bmatrixrownum) * word_size - 1 : 0] C_reg;
always@(posedge clk or negedge resetn)begin
    if(!resetn)begin
        C_reg = 'd0;
    end else begin
        if(op==2'b00) begin
            C_reg = {{(((Amatrixcolnum * Amatrixrownum) * (Bmatrixcolnum * Bmatrixrownum) - 1)* word_size - 1){1'b0}},m_add};
        end else if (op==2'b01) begin
            C_reg = {{(((Amatrixcolnum * Amatrixrownum) * (Bmatrixcolnum * Bmatrixrownum) - 1)* word_size - 1){1'b0}},m_sub};
        end else if (op==2'b10) begin
            C_reg = {{(((Amatrixcolnum * Amatrixrownum) * (Bmatrixcolnum * Bmatrixrownum) - 1)* word_size - 1){1'b0}},m_mul};
        end else if (op==2'b11) begin
            C_reg = m_kro;
        end
    end
end
assign C = C_reg;
matrix_add_sub #(.word_size(word_size),
                 .Amatrixrownum(Amatrixrownum),
                 .Amatrixcolnum(Amatrixcolnum),
                 .Bmatrixrownum(Bmatrixrownum),
                 .Bmatrixcolnum(Bmatrixcolnum))mat_add(
.op(1'b0),                            
.A(A),
.B(B),
.ASP(m_add)
);
matrix_add_sub #(.word_size(word_size),
                 .Amatrixrownum(Amatrixrownum),
                 .Amatrixcolnum(Amatrixcolnum),
                 .Bmatrixrownum(Bmatrixrownum),
                 .Bmatrixcolnum(Bmatrixcolnum))mat_sub(
.op(1'b1),                            
.A(A),
.B(B),
.ASP(m_sub)
);
matrix_mul #(.word_size(word_size),
                 .Amatrixrownum(Amatrixrownum),
                 .Amatrixcolnum(Amatrixcolnum),
                 .Bmatrixrownum(Bmatrixrownum),
                 .Bmatrixcolnum(Bmatrixcolnum))mat_mul(
.A(A),
.B(B),
.MP(m_mul)
);
matrix_kronecker #(.word_size(word_size),
                 .Amatrixrownum(Amatrixrownum),
                 .Amatrixcolnum(Amatrixcolnum),
                 .Bmatrixrownum(Bmatrixrownum),
                 .Bmatrixcolnum(Bmatrixcolnum))mat_kron(
.A(A),
.B(B),
.TP(m_kro)
);                    
endmodule                 
module matrix_kronecker #(parameter word_size = 32,
                        parameter Amatrixrownum = 2,
                        parameter Amatrixcolnum = 2,
                        parameter Bmatrixrownum = 2,
                        parameter Bmatrixcolnum = 2)(
    input   wire [(Amatrixcolnum * Amatrixrownum) * word_size - 1 : 0]A,
    input   wire [(Bmatrixcolnum * Bmatrixrownum) * word_size - 1 : 0]B,
    output  wire [(Amatrixcolnum * Amatrixrownum) * (Bmatrixcolnum * Bmatrixrownum) * word_size - 1 : 0]TP
);
    wire    [(word_size-1):0] Amatrix [0:Amatrixrownum - 1][0:Amatrixcolnum - 1];
    wire    [(word_size-1):0] Bmatrix [0:Bmatrixrownum - 1][0:Bmatrixcolnum - 1];
    wire    [(word_size-1):0] tensorproduct[Amatrixrownum * Bmatrixrownum - 1:0][ Bmatrixcolnum * Amatrixcolnum - 1:0];
genvar x, y, z, w;
genvar i, j;
genvar Amatrixrowindex, Amatrixcolindex;
genvar Bmatrixrowindex, Bmatrixcolindex;
generate
    for (Amatrixrowindex = 0; Amatrixrowindex < Amatrixrownum; Amatrixrowindex = Amatrixrowindex + 1) begin : kron_mat_A_gen_block_1
        for (Amatrixcolindex = 0; Amatrixcolindex < Amatrixcolnum; Amatrixcolindex = Amatrixcolindex + 1) begin : kron_mat_A_gen_block_2
                assign Amatrix[Amatrixrowindex][Amatrixcolindex] = A[(Amatrixcolnum * Amatrixrownum) * word_size - 1 - (Amatrixcolnum * Amatrixrowindex + Amatrixcolindex) * word_size : (Amatrixcolnum * Amatrixrownum) * word_size -1 - (Amatrixcolnum * Amatrixrowindex + Amatrixcolindex) * word_size  - (word_size-1)]; 
        end
    end
    for (Bmatrixrowindex = 0; Bmatrixrowindex < Bmatrixrownum; Bmatrixrowindex = Bmatrixrowindex + 1) begin : kron_mat_B_gen_block_1
        for (Bmatrixcolindex = 0; Bmatrixcolindex < Bmatrixcolnum; Bmatrixcolindex = Bmatrixcolindex + 1) begin : kron_mat_B_gen_block_2
                assign Bmatrix[Bmatrixrowindex][Bmatrixcolindex] = B[(Bmatrixcolnum * Bmatrixrownum) * word_size - 1 - (Bmatrixcolnum * Bmatrixrowindex + Bmatrixcolindex) * word_size : (Bmatrixcolnum * Bmatrixrownum) * word_size -1 - (Bmatrixcolnum * Bmatrixrowindex + Bmatrixcolindex) * word_size  - (word_size-1)];   
        end
    end
    for(x=0; x<Amatrixrownum; x=x+1) begin : kron_mat_tensorproduct_gen_block_1
        for(y=0; y<Amatrixcolnum; y=y+1) begin : kron_mat_tensorproduct_gen_block_2
            for(z=0; z<Bmatrixrownum; z=z+1) begin : kron_mat_tensorproduct_gen_block_3
                    for(w=0; w<Bmatrixcolnum; w=w+1)begin : kron_mat_tensorproduct_gen_block_4
                    assign tensorproduct[x*Bmatrixrownum+z][y*Bmatrixcolnum+w] = Amatrix[x][y] * Bmatrix[z][w]; 
                end
            end
        end
    end
    for(i=0; i<Amatrixrownum*Amatrixcolnum; i=i+1)begin : kron_mat_TP_gen_block_1
        for(j=0; j<Bmatrixrownum*Bmatrixcolnum; j=j+1)begin : kron_mat_TP_gen_block_2
            assign TP[(Amatrixcolnum * Bmatrixcolnum * Amatrixcolnum * Bmatrixcolnum * word_size - 1) - (((Amatrixcolnum * Bmatrixcolnum) * i) + j) * word_size : (Amatrixcolnum * Bmatrixcolnum * Amatrixcolnum * Bmatrixcolnum * word_size - 1) - (((Amatrixcolnum * Bmatrixcolnum) * i) + j) * word_size  - (word_size-1)] = tensorproduct[i][j];
        end
    end
endgenerate
endmodule
module matrix_mul #(parameter word_size = 32,
                        parameter Amatrixrownum = 2,
                        parameter Amatrixcolnum = 2,
                        parameter Bmatrixrownum = 2,
                        parameter Bmatrixcolnum = 1)(
    input   wire        [(Amatrixcolnum * Amatrixrownum) * word_size - 1 : 0]A,
    input   wire        [(Bmatrixcolnum * Bmatrixrownum) * word_size - 1 : 0]B,
    output  wire        [(Amatrixrownum * Bmatrixcolnum) * word_size - 1 : 0]MP
);
    wire    [(word_size-1):0] Amatrix [0:Amatrixrownum - 1][0:Amatrixcolnum - 1];
    wire    [(word_size-1):0] Bmatrix [0:Bmatrixrownum - 1][0:Bmatrixcolnum - 1];
    wire    [(word_size-1):0] matrixproduct_wire[0:Amatrixrownum - 1][0:Bmatrixcolnum - 1];   
genvar i, j;
genvar Amatrixrowindex, Amatrixcolindex;
genvar Bmatrixrowindex, Bmatrixcolindex;
genvar x, y, z, w; 
generate
    for (Amatrixrowindex = 0; Amatrixrowindex < Amatrixrownum; Amatrixrowindex = Amatrixrowindex + 1) begin : mul_mat_A_gen_block_1
        for (Amatrixcolindex = 0; Amatrixcolindex < Amatrixcolnum; Amatrixcolindex = Amatrixcolindex + 1) begin : mul_mat_A_gen_block_2
                assign Amatrix[Amatrixrowindex][Amatrixcolindex] = A[(Amatrixcolnum * Amatrixrownum) * word_size - 1 - (Amatrixcolnum * Amatrixrowindex + Amatrixcolindex) * word_size : (Amatrixcolnum * Amatrixrownum) * word_size -1 - (Amatrixcolnum * Amatrixrowindex + Amatrixcolindex) * word_size  - (word_size-1)]; 
        end
    end
    for (Bmatrixrowindex = 0; Bmatrixrowindex < Bmatrixrownum; Bmatrixrowindex = Bmatrixrowindex + 1) begin : mul_mat_B_gen_block_1
        for (Bmatrixcolindex = 0; Bmatrixcolindex < Bmatrixcolnum; Bmatrixcolindex = Bmatrixcolindex + 1) begin : mul_mat_B_gen_block_2
                assign Bmatrix[Bmatrixrowindex][Bmatrixcolindex] = B[(Bmatrixcolnum * Bmatrixrownum) * word_size - 1 - (Bmatrixcolnum * Bmatrixrowindex + Bmatrixcolindex) * word_size : (Bmatrixcolnum * Bmatrixrownum) * word_size -1 - (Bmatrixcolnum * Bmatrixrowindex + Bmatrixcolindex) * word_size  - (word_size-1)];   
        end
    end
    reg     [word_size-1 : 0] temp_res0 [Amatrixcolnum-1:0][Amatrixrownum*Bmatrixcolnum-1:0];
    wire    [word_size-1 : 0] temp_res1 [Amatrixcolnum-1:0][Amatrixrownum*Bmatrixcolnum-1:0];
    for(x=0; x<Amatrixrownum; x=x+1) begin : mul_mat_matrixproduct_wire_gen_block_1
        for(w=0; w<Bmatrixcolnum; w=w+1)begin : mul_mat_matrixproduct_wire_gen_block_2
            for(y=0; y<Amatrixcolnum; y=y+1) begin : mul_mat_matrixproduct_wire_gen_block_3
                wire    [word_size-1 : 0] temp_res0_w;
                assign temp_res0_w = Amatrix[x][y] * Bmatrix[y][w];
                always@(temp_res0_w) begin
                    temp_res0[y][Bmatrixcolnum*x+w] = temp_res0_w;
                end
            end
            for(z=0; z<Amatrixcolnum-1; z=z+1)begin : mul_mat_matrixproduct_wire_gen_block_4
                if (z == 0) begin : mul_mat_matrixproduct_wire_gen_block_5
                    assign temp_res1[0][Bmatrixcolnum*x+w] = temp_res0[0][Bmatrixcolnum*x+w] + temp_res0[1][Bmatrixcolnum*x+w];
                end else begin : mul_mat_matrixproduct_wire_gen_block_6
                    assign temp_res1[z][Bmatrixcolnum*x+w] = temp_res1[z-1][Bmatrixcolnum*x+w] + temp_res0[z+1][Bmatrixcolnum*x+w];
                end
            end
            assign matrixproduct_wire[x][w] = temp_res1[Amatrixcolnum-2][Bmatrixcolnum*x+w];
        end
    end    
    for(i=0; i<Amatrixrownum; i=i+1)begin : mul_mat_MP_gen_block_1
        for(j=0; j<Bmatrixcolnum; j=j+1)begin : mul_mat_MP_gen_block_2
                assign MP[(Amatrixrownum*Bmatrixcolnum*word_size-1)-(Bmatrixcolnum*i+j)*word_size:(Amatrixrownum*Bmatrixcolnum*word_size-1)-(Bmatrixcolnum*i+j)*word_size - (word_size-1)] = matrixproduct_wire[i][j];
        end
    end
endgenerate
endmodule
### run.sh
#!/bin/bash
# OpenROAD 26Q1-2900-gdf79404cd8, Yosys 0.63+post, stock flow scripts
make -C /OpenROAD-flow-scripts/flow DESIGN_CONFIG=/design/flow/config.mk WORK_HOME=/design/flow/orfs finish
### config.mk
export PLATFORM = sky130hd
export DESIGN_NAME = matrix_alu_behav
export DESIGN_NICKNAME = matrix_alu_behav
export VERILOG_FILES = /design/flow/design.v
export SDC_FILE = /design/flow/constraint.sdc
export NUM_CORES = 4
export LEC_CHECK = 1
export CORE_UTILIZATION = 50
### constraint.sdc
current_design matrix_alu_behav

set clk_period 1.0
set clk_io_pct 0.2

create_clock -name clk0 -period $clk_period [get_ports {clk}]

set non_clock_inputs [all_inputs -no_clocks]
set_input_delay [expr $clk_period * $clk_io_pct] -clock clk0 $non_clock_inputs
set_output_delay [expr $clk_period * $clk_io_pct] -clock clk0 [all_outputs]
==> impl_metrics.py <==
# Generated from Yosys and OpenROAD reports
metrics = {
    "placed_design": {
        "place_ws_ns": -3.851,
        "dpl_cell_area_um2": 29360,
        "gp_congestion": 1.013,
        "hpwlAfterDp_um": 59070,
        "post-place-cells": 3544,
        "portBuffers": 195,
    },
    "worst_setup_path": {
        "crit_required_ns": 1.37,
        "cp-end-kind": "flop",
        "cp_data_arrival_time_ns": 4.10,
        "criticalPathCategory": "primary input to flop",
        "cp-start-kind": "primary input",
        "crit_fanout": 4,
    },
    "clock_network": {
        "cts_buffer_depth": 2,
        "clock-sinks": 128,
        "clkTransAtPathRegs_ns": 0.07,
        "numCtsBuffers": 17,
        "h-tree-depth": 4,
        "cts_tree": "built",
        "cts_root_buf": "clkbuf_16",
    },
    "synthesis": {
        "synthFlopType": "dfrtp_1",
        "top_area_share_pct": 19.87,
        "ys_ff": 128,
        "yosys_area_um2": 21410,
        "synth_stat.cells": 2494,
        "synth_cell_types": 42,
        "top_area_cell": "ha_1",
        "syn_inst": 2494,
        "synth-warning-count": 5,
        "syn_avg_cell_area_um2": 8.585,
        "async_flop_share_pct": 100.0,
        "synthTopCellsByArea": "ha_1, fa_1, dfrtp_1",
        "postSynthSeqShare_pct": 14.96,
        "edf_count": 0,
        "syn_area_um2": 21410,
    },
    "floorplanning": {
        "die_y_um": 208.9,
        "rows": 75,
        "die.size.x_um": 208.9,
        "core_area_um2": 42130,
        "fp_util_pct": 50.82,
        "io_pins": 196,
        "die_area_um2": 43650,
    },
    "outcome": {
        "violations": "negative setup slack",
        "outcome": "finished with violations",
    },
    "timing": {
        "setup_viol": 239,
        "setup_slack_ns": -2.732,
        "fin_crit_ns": 3.732,
        "period_used_pct": 373.2,
        "fmax_mhz": 268.0,
        "worstMarginPinSlew_ns": 0.5984,
        "finalHoldViolCount": 0,
        "rsz0062_at_grt": "yes",
        "slew_violations": 0,
        "holdWs_ns": 0.003124,
        "relSlewSlack_pct": 60.10,
        "fin_setup_tns_ns": -185.06,
    },
    "routing": {
        "wl_per_cell_um": 22.19,
        "vias_per_cell": 5.363,
        "drt_pass1_iterations": 7,
        "antennaDiodeCount": 0,
        "drc": 0,
        "vias": 20207,
        "ant_nets": 0,
        "wl_um": 83620,
        "drt_iter0_markers": 1339,
    },
    "flow_run": {
        "tool_warnings": 58,
        "maxCapViolations": 0,
    },
    "global_routing": {
        "grt_pass1_wl_um": 119700,
        "first_global_vias": 20437,
        "grt_overflow": 0,
        "antenna_found_initial": 0,
        "grtUsageTotal_pct": 38.68,
        "grt_start_max_net_pins": 30,
    },
    "pwr": {
        "powerDensity_nw_per_um2": 1635,
        "power.total_mw": 56.48,
        "cellLeakagePower_nw": 16.55,
        "peakVddDrop_uv": 1250,
    },
    "cells_and_area": {
        "fin_area_um2": 34550,
        "drive_gt1_share_pct": 48.13,
        "final_cells": 3768,
        "syn2layout_area_growth_pct": 61.37,
        "largest_reg_flops": 128,
        "utilization_pct": 82.00,
    },
    "min_path": {
        "hold_class": "primary input to asynchronous set/reset pin",
    },
}
## critical path, cell delays in order
cell and delay (ns):
buf_12 0.11, buf_8 0.12, inv_8 0.06, nor2_4 0.03, fa_2 0.34, fa_1 0.47
ha_1 0.31, inv_2 0.04, fa_1 0.53, inv_2 0.05, ha_4 0.27, a21o_1 0.19
a21oi_4 0.16, xnor3_1 0.23, xnor3_2 0.33, xor2_1 0.20, or3_1 0.30, nand3_1 0.08
o31ai_1 0.06
## layout by cell type (no fill, tap or decap), types with 12 or more instances in the layout
cell type	synthesis	routed
ha_1	340	150
fa_2	0	53
inv_2	3	109
inv_1	369	255
xor2_1	71	55
nor2_1	222	139
nor2_2	0	31
and3_1	56	32
buf_4	1	378
a21oi_2	0	20
clkbuf_16	0	20
and2_1	194	94
fa_1	204	151
o21bai_1	13	13
buf_6	0	162
nand2_2	0	12
nand2_1	239	224
buf_12	0	77
xnor2_1	213	184
buf_8	0	28
o21ai_0	50	15
and2_4	0	100
ha_4	0	183
clkbuf_2	0	129
o21ai_2	0	16
and3_4	0	24
dfrtp_1	128	127
a21o_1	55	55
nor2_4	0	52
o21ai_1	14	32
a21oi_4	0	22
a21oi_1	97	55
xnor2_2	0	19
## what timing repair did
item	CTS	global route
cloned	2	3
setup endpoints to repair	249	349
setup buffers	124	109
gates resized	603	736
hold buffers	6	0
hold endpoints to repair	128	0
pin swaps	255	307
## synth_stat cells (2+ instances only)
cell and n:
inv_1 369, ha_1 340, nand2_1 239, nor2_1 222
xnor2_1 213, fa_1 204, and2_1 194, dfrtp_1 128
a21oi_1 97, clkbuf_1 95, xor2_1 71, and3_1 56
a21o_1 55, o21ai_0 50, clkinv_1 24, nor2b_1 20
o21ai_1 14, o21bai_1 13, nand2b_1 11, xnor3_1 11
buf_2 10, mux2i_1 8, mux2_2 7, nor3_1 7
o211ai_1 6, buf_1 4, a211oi_1 3, inv_2 3
nand3_1 3, a222oi_1 2, a31o_1 2, o21ba_2 2
o31a_1 2
## kinds of logic (layout without fill, tap and decap cells)
logic type / after synthesis / after routing / share of synthesized area (%)
AND/OR/NAND/NOR: 753 / 753 / 16.56
adder cells (fa/ha/maj): 544 / 544 / 38.94
buffers and inverters: 506 / 1241 / 8.947
XOR/XNOR: 295 / 295 / 12.77
AND-OR/OR-AND: 253 / 253 / 7.077
flip-flops: 128 / 128 / 14.96
multiplexers: 15 / 15 / 0.7422
## power breakdown
group          total, mW  switching (mW)  internal, mW
Clock               6.01            2.75          3.26
Combinational       43.8            20.2          23.6
Sequential          6.62           0.389          6.23
## worst max-delay path by stage
stage,cells after the start,slack [ns],startpoint,endpoint
4_1_cts,18,-2.85,B[19],C_reg[7]
5_1_grt,22,-2.85,B[19],C_reg[23]
6_report,19,-2.73,B[19],C_reg[7]
## cell type report
class / count / area (um2)
sequential: 128 / 3204
clock buffer: 19 / 442.9
timing repair buffer: 812 / 7736
tap: 539 / 674.4
multi-input combinational: 1860 / 20690
timing repair inverter: 1 / 7.507
clock inverter: 13 / 107.6
inverter: 396 / 1690
fill: 2262 / 7584
## per-layer routing
metal / up-vias / track usage (%) / share of wire (%)
met2: 873 / 56.68 / 43
met4: 0 / 8.519 / 3.6
met5: - / 0 / 0
met3: 159 / 15.69 / 11
li1: 9188 / - / -
met1: 9987 / 55.76 / 42
Power is estimated from default activity; no workload was simulated.
